[design/flow/constraint.sdc]
current_design BootLoaderMemory

set clk_period 2.7
set clk_io_pct 0.2

create_clock -name clk0 -period $clk_period

set non_clock_inputs [all_inputs -no_clocks]
set_input_delay [expr $clk_period * $clk_io_pct] -clock clk0 $non_clock_inputs
set_output_delay [expr $clk_period * $clk_io_pct] -clock clk0 [all_outputs]
[design/flow/design.v]
parameter BACKGROUND_IMAGE = "display.mif";
parameter
	BEGINNING_TEXT	= 32'h00400000,
	END_TEXT		= 32'h00403FFF,
	BEGINNING_BOOT	= 32'h00000000,
	END_BOOT = 32'h00000c00,
	BEGINNING_DATA	= 32'h10010000,
	END_DATA		= 32'h10013FFF,
	BEGINNING_SRAM	= 32'h10014000,
	END_SRAM		= 32'h10213FFF,
	STACK_ADDRESS	= 32'h10013ffc,  
	BEGINNING_KTEXT	= 32'h80000000,
	END_KTEXT		= 32'h80001FFF,
	BEGINNING_KDATA	= 32'h90000000,
	END_KDATA		= 32'h90000FFF,	
	BEGINNING_IODEVICES		= 32'hFF000000,
		BEGINNING_VGA			= 32'hFF000000,
		END_VGA					= 32'hFF012C00,
		AUDIO_INL_ADDRESS		= 32'hFFFF0000,
		AUDIO_INR_ADDRESS		= 32'hFFFF0004,
		AUDIO_OUTL_ADDRESS		= 32'hFFFF0008,
		AUDIO_OUTR_ADDRESS		= 32'hFFFF000C,
		AUDIO_CTRL1_ADDRESS		= 32'hFFFF0010,
		AUDIO_CRTL2_ADDRESS		= 32'hFFFF0014,
		BUFFER0_TECLADO_ADDRESS	= 32'hFFFF0100,
		BUFFER1_TECLADO_ADDRESS	= 32'hFFFF0104,
		TECLADOxMOUSE_ADDRESS	= 32'hFFFF0110,
		BUFFERMOUSE_ADDRESS		= 32'hFFFF0114,
		BEGINNING_LCD			= 32'hFFFF0130,
		SECOND_LINE_LCD			= 32'hFFFF0140,
		END_LCD					= 32'hFFFF014F,
		LCD_CLEAR_ADRESS		= 32'hFFFF0150,
		RS232_READ 				= 32'hFFFF0120,
		RS232_WRITE 			= 32'hFFFF0124,
		RS232_CONTROL 			= 32'hFFFF0128;
parameter
	FETCH			= 6'd0,
	DECODE		= 6'd1,
	LWSW			= 6'd2,
	LW				= 6'd3,
	LW2			= 6'd4,
	SW				= 6'd5,
	RFMT			= 6'd6,
	RFMT2			= 6'd7,
	SHIFT			= 6'd8,
	IFMTL			= 6'd9,
	IFMTA			= 6'd10,
	IFMT2			= 6'd11,
	BEQ			= 6'd12,
	BNE			= 6'd13,
	JUMP			= 6'd14,
	JAL			= 6'd15,
	JR				= 6'd16,
	COP0MTC0		= 6'd17,
	COP0MFC0		= 6'd18,
	COP0ERET		= 6'd19,
	COP0EXC		= 6'd20,
	TIME			= 6'd33,
	TIME2			= 6'd34,
	SLEEP			= 6'd35,
	SLEEP2		= 6'd36,
	RANDOM		= 6'd37,
	FPUFR			= 6'd38,
	FPUFR2		= 6'd39,
	FPUMOV		= 6'd40,
	FPUMFC1		= 6'd41,
	FPUMTC1		= 6'd42,
	FPUBC1T		= 6'd43,
	FPUBC1F		= 6'd44,
	FPULWC1		= 6'd45,
	FPUSWC1		= 6'd46,
	FPUCOMP 		= 6'd48,		 
	ERRO			= 6'd63,
	STATE_LB 	= 6'd49,
	STATE_LBU 	= 6'd50,
	STATE_LH 	= 6'd51,
	STATE_LHU	= 6'd52,
	STATE_SB		= 6'd53,
	STATE_SH		= 6'd54,
	FUNSLL	= 6'h00,
	FUNSRL	= 6'h02,
	FUNSRA	= 6'h03,
	FUNJR		= 6'h08,
	FUNSYS	= 6'h0C,
	FUNMFHI	= 6'h10,
	FUNMFLO	= 6'h12,
	FUNMULT	= 6'h18,
	FUNMULTU = 6'h19,
	FUNDIV  = 6'h1A,
	FUNDIVU  = 6'h1B,
	FUNADD	= 6'h20,
	FUNADDU 	= 6'h21,
	FUNSUB	= 6'h22,
	FUNSUBU 	= 6'h23,
	FUNAND	= 6'h24,
	FUNOR		= 6'h25,
	FUNXOR	= 6'h26,
	FUNNOR	= 6'h27,
	FUNSLT	= 6'h2A,
	FUNSLTU 	= 6'h2B,
	FUNSLLV 	= 6'h04,
	FUNSRLV 	= 6'h06,
	FUNSRAV 	= 6'h07,
	FUNADDS	= 6'h0,
	FUNSUBS	= 6'h1,
	FUNMULS	= 6'h2,
	FUNDIVS	= 6'h3,
	FUNSQRT	= 6'h4,
	FUNABS	= 6'h5,
	FUNMOV	= 6'h6,
	FUNNEG	= 6'h7,
	FUNCEQ	= 6'h32,
	FUNCLT	= 6'h3c,
	FUNCLE	= 6'h3e,
	FUNCVTSW = 6'h20,
	FUNCVTWS = 6'h24,
	FUNERET	= 6'h18;
parameter 	
	EXCODEINT	= 5'd0,
	EXCODESYS	= 5'd8,
	EXCODEINSTR = 5'd10,
	EXCODEALU	= 5'd12,
	EXCODEFPALU	= 5'd15;
parameter
	SYSPRTINT	= 6'd1,	 
	SYSPRTSTR	= 6'd4,	 
	SYSPRTCHR	= 6'd11,	 
	SYSTIME		= 6'd30,	 
	SYSSLEEP		= 6'd32,	 
	SYSRNDINT	= 6'd41;	 
parameter
	OPADDS	= 4'b0001,	 
	OPSUBS	= 4'b0010,	 
	OPMULS	= 4'b0011,	 
	OPDIVS	= 4'b0100,	 
	OPSQRT	= 4'b0101,	 
	OPABS		= 4'b0110,	 
	OPNEG		= 4'b0111,	 
	OPCEQ		= 4'b1000,	 
	OPCLT		= 4'b1001,	 
	OPCLE		= 4'b1010,	 
	OPCVTSW	= 4'b1011,	 
	OPCVTWS	= 4'b1100;	 
parameter
	FMTS 	= 5'h10,
	FMTW	= 5'h14,
	FMTMTC	= 5'h4,
	FMTMFC	= 5'h0,
	FMTBC1 	= 5'h8,
	FMTERET	= 5'h10;
parameter
	OPAND		= 5'b00000,	 
	OPOR		= 5'b00001,	 
	OPADD		= 5'b00010,	 
	OPMFHI		= 5'b00011,	 
	OPSLL		= 5'b00100,	 
	OPMFLO		= 5'b00101,	 
	OPSUB		= 5'b00110,	 
	OPSLT		= 5'b00111,	 
	OPSRL		= 5'b01000,	 
	OPSRA		= 5'b01001,	 
	OPXOR		= 5'b01010,	 
	OPSLTU 		= 5'b01011,	 
	OPNOR		= 5'b01100,	 
	OPMULT		= 5'b01101,	 
	OPDIV		= 5'b01110,	 
	OPLUI		= 5'b01111,	 
	OPSLLV		= 5'b10000,	 
	OPSRAV		= 5'b10001,	 
	OPSRLV		= 5'b10010,	 
	OPMULTU 	= 5'b10011,   
	OPDIVU 		= 5'b10100;    
parameter
	OPCRFMT		= 6'h00,  
	OPCJMP		= 6'h02,
	OPCJAL		= 6'h03,
	OPCBEQ		= 6'h04,
	OPCBNE		= 6'h05,
	OPCADDI 		= 6'h08,
	OPCADDIU 	= 6'h09,
	OPCSLTI		= 6'h0A,
	OPCSLTIU 	= 6'h0B,
	OPCANDI		= 6'h0C,
	OPCORI		= 6'h0D,
	OPCXORI		= 6'h0E,
	OPCLUI		= 6'h0F,
	OPCLW			= 6'h23,
	OPCSW			= 6'h2B,
	OPCLWC1		= 6'h31,
	OPCSWC1		= 6'h39,
	OPCCOP0		= 6'h10,  
	OPCFLT		= 6'h11,  
	OPCLB			= 6'h20,
	OPCLH			= 6'h21,
	OPCLBU		= 6'h24,
	OPCLHU		= 6'h25,
	OPCSB			= 6'h28,
	OPCSH			= 6'h29;
parameter
	FTTRUE	= 1'b1,
	FTFALSE	= 1'b0;
module BootLoaderMemory(
	address,
	wBootIntruction
);
reg [31:0] BootLoaderReg [90:0]; 	 
input wire [31:0] address;				 
output wire [31:0] wBootIntruction;	 
assign wBootIntruction = BootLoaderReg[address>>2];
initial
	begin
		BootLoaderReg[00] = 32'h3c018000;
		BootLoaderReg[01] = 32'h34340000;
		BootLoaderReg[02] = 32'h3c019000;
		BootLoaderReg[03] = 32'h34350000;
		BootLoaderReg[04] = 32'h3c010040;
		BootLoaderReg[05] = 32'h34360000;
		BootLoaderReg[06] = 32'h3c011001;
		BootLoaderReg[07] = 32'h34370000;
		BootLoaderReg[08] = 32'h3c01ffff;
		BootLoaderReg[09] = 32'h343a0120;
		BootLoaderReg[10] = 32'h3c01ffff;
		BootLoaderReg[11] = 32'h343b0128;
		BootLoaderReg[12] = 32'h00142021;
		BootLoaderReg[13] = 32'h0c000016;
		BootLoaderReg[14] = 32'h00152021;
		BootLoaderReg[15] = 32'h0c000016;
		BootLoaderReg[16] = 32'h00162021;
		BootLoaderReg[17] = 32'h0c000016;
		BootLoaderReg[18] = 32'h00172021;
		BootLoaderReg[19] = 32'h0c000016;
		BootLoaderReg[20] = 32'h00166021;
		BootLoaderReg[21] = 32'h01800008;
		BootLoaderReg[22] = 32'h00004021;
		BootLoaderReg[23] = 32'h00004821;
		BootLoaderReg[24] = 32'h00005021;
		BootLoaderReg[25] = 32'h00005821;
		BootLoaderReg[26] = 32'h00006021;
		BootLoaderReg[27] = 32'h00006821;
		BootLoaderReg[28] = 32'h00007021;
		BootLoaderReg[29] = 32'h00007821;
		BootLoaderReg[30] = 32'h0000c021;
		BootLoaderReg[31] = 32'h0000c821;
		BootLoaderReg[32] = 32'h3c01ffff;
		BootLoaderReg[33] = 32'h34280120;
		BootLoaderReg[34] = 32'h00005821;
		BootLoaderReg[35] = 32'h240e0003;
		BootLoaderReg[36] = 32'h20180008;
		BootLoaderReg[37] = 32'h240c0004;
		BootLoaderReg[38] = 32'h8d090008;
		BootLoaderReg[39] = 32'h00094882;
		BootLoaderReg[40] = 32'h1120fffd;
		BootLoaderReg[41] = 32'h8d0a0000;
		BootLoaderReg[42] = 32'h01d80018;
		BootLoaderReg[43] = 32'h00006812;
		BootLoaderReg[44] = 32'h01aa5004;
		BootLoaderReg[45] = 32'h016a5825;
		BootLoaderReg[46] = 32'h218cffff;
		BootLoaderReg[47] = 32'h21ceffff;
		BootLoaderReg[48] = 32'h8d090008;
		BootLoaderReg[49] = 32'h00094882;
		BootLoaderReg[50] = 32'h1520fffd;
		BootLoaderReg[51] = 32'h1580fff2;
		BootLoaderReg[52] = 32'h000b1021;
		BootLoaderReg[53] = 32'h240c0004;
		BootLoaderReg[54] = 32'h240e0003;
		BootLoaderReg[55] = 32'h20180008;
		BootLoaderReg[56] = 32'h11600015;
		BootLoaderReg[57] = 32'h8d090008;
		BootLoaderReg[58] = 32'h00094882;
		BootLoaderReg[59] = 32'h1120fffd;
		BootLoaderReg[60] = 32'h8d0a0000;
		BootLoaderReg[61] = 32'h01d80018;
		BootLoaderReg[62] = 32'h00006812;
		BootLoaderReg[63] = 32'h01aa5004;
		BootLoaderReg[64] = 32'h01ea7825;
		BootLoaderReg[65] = 32'h218cffff;
		BootLoaderReg[66] = 32'h21ceffff;
		BootLoaderReg[67] = 32'h216bffff;
		BootLoaderReg[68] = 32'h8d090008;
		BootLoaderReg[69] = 32'h00094882;
		BootLoaderReg[70] = 32'h1520fffd;
		BootLoaderReg[71] = 32'h1580fff0;
		BootLoaderReg[72] = 32'h240c0004;
		BootLoaderReg[73] = 32'hac8f0000;
		BootLoaderReg[74] = 32'h20840004;
		BootLoaderReg[75] = 32'h00007821;
		BootLoaderReg[76] = 32'h240e0003;
		BootLoaderReg[77] = 32'h08000038;
		BootLoaderReg[78] = 32'h11e00001;
		BootLoaderReg[79] = 32'hac8f0000;
		BootLoaderReg[80] = 32'h03e00008;
	end
endmodule
[design/flow/run.sh]
#!/bin/bash
# OpenROAD 26Q1-2900-gdf79404cd8, Yosys 0.63+post, stock flow scripts
make -C /OpenROAD-flow-scripts/flow DESIGN_CONFIG=/design/flow/config.mk WORK_HOME=/design/flow/orfs finish
[design/flow/config.mk]
export PLATFORM = sky130hd
export DESIGN_NAME = BootLoaderMemory
export DESIGN_NICKNAME = BootLoaderMemory
export VERILOG_FILES = /design/flow/design.v
export SDC_FILE = /design/flow/constraint.sdc
export NUM_CORES = 4
export LEC_CHECK = 1
export CORE_UTILIZATION = 40
==> flow_metrics.py <==
# Generated from Yosys and OpenROAD reports
metrics = {
    "setup_path": {
        "cp_cell_sequence": "buf_6, inv_8, ha_4, nand2_4, buf_4, o21ai_0, a21oi_1, nor3_1, clkdlybuf4s50_1",
        "cpMaxStageDelayCell": "clkdlybuf4s50_1",
        "worstPathRequired_ns": 2.16,
        "critPathMaxStageDelay_ns": 0.53,
        "startpoint_type": "primary input",
        "worst_ep_arrival_time_ns": 2.36,
        "critical_path_buf_inv_count": 4,
        "cp-end-kind": "output pin",
        "path_max_fanout": 5,
        "crit_family": "buffers and inverters",
        "crit_type": "primary input to output pin",
    },
    "floorplan": {
        "fp_util_pct": 41.9,
        "die_width_um": 81.3,
        "io_pins": 64,
        "core_um2": 5990,
        "chipHeight_um": 81.3,
        "std_cell_rows": 28,
        "dieArea_um2": 6600,
    },
    "final_layout": {
        "drive_above_1_share_pct": 52.6,
        "fillerInstances": 307,
        "area_delta_synth_final_pct": 95.6,
        "final_area_um2": 4910,
        "regArea_um2": 0,
        "final-comb-area_um2": 2700,
        "seq_cell_count": 0,
        "finalNonFillerCells": 651,
        "nClkBuffers": 0,
        "final_util_pct": 82.0,
    },
    "final_timing": {
        "min_period_ns": 2.90,
        "fin_ws_ns": -0.197,
        "finalHoldViolCount": 0,
        "max_freq_ghz": 0.345,
        "setup_tns_ns": -0.337,
        "rsz0062_at_grt": "yes",
        "slew_viol_final": 0,
        "fin_crit_sh_pct": 107,
        "setup_viol": 5,
    },
    "power": {
        "irDropWorstVdd_uv": 142,
        "p_leak_uw": 0.00223,
        "total_power_uw": 907,
        "power_density_nw_per_um2": 185,
    },
    "grt": {
        "grt_max_degree": 29,
        "top_usage_layer": "met2",
        "globalRouteTotalUtil_pct": 45.1,
        "grt_util_met1_pct": 63.1,
        "grt_use_met3_pct": 10.3,
        "grt_pass1_vias": 3917,
        "overflow": 0,
        "use_met2_pct": 65.4,
        "antenna_found_initial": 0,
        "grt_pass1_wl_um": 21700,
    },
    "status": {
        "violations": "setup timing",
        "outcome": "finished, violations left",
    },
    "placement": {
        "portBuffers": 38,
        "place_area_um2": 3990,
        "routabilityCongestion": 1.06,
        "dpl.cell_count": 630,
        "hpwl_um": 10200,
    },
    "hold_path": {
        "min_path_type": "primary input to output pin",
    },
    "synthesis": {
        "synthDistinctLibCells": 60,
        "top_cell_area_share_pct": 10.8,
        "syn_inst": 399,
        "ys.warnings.count": 1,
        "yosys-stat-area_um2": 2510,
        "synth.area.top_cells": "a21oi_1, ha_1, o21ai_0, nand2_1, nor2_1",
        "postSynthSeqShare_pct": 0,
        "yosysTopAreaCell": "a21oi_1",
        "ys_cells": 399,
        "syn_avg_cell_area_um2": 6.30,
        "syn_area_um2": 2510,
    },
    "route": {
        "drt-initial-drc-count": 577,
        "detail_route.wl_per_cell_um": 24.3,
        "first_pass_iters": 6,
        "route.antenna.remaining_nets": 0,
        "wl_um": 15800,
        "routed-via-count": 4345,
        "drcViolationCount": 0,
        "vias_per_cell": 6.67,
        "n_antenna_cell": 0,
    },
    "job": {
        "cap_violations": 0,
        "log.warning_count": 76,
    },
}
[placed cells by master, fill, tap and decap left out, types with 5 or more instances in the layout]
cell type,Yosys,routed
o22ai_1,6,6
ha_4,0,10
ha_1,20,7
inv_1,9,5
o21ai_0,30,15
clkdlybuf4s50_1,0,6
dlygate4sd2_1,0,13
a211o_1,5,5
buf_6,7,20
nand2b_4,0,6
dlymetal6s2s_1,0,8
nor2_1,31,22
a31oi_1,7,6
nor2b_1,13,6
nand3_1,10,8
nor2_2,0,6
buf_12,0,12
nor2b_2,3,5
o211ai_1,9,9
a211oi_2,0,5
nand2_1,38,32
nand2b_1,13,7
a21oi_1,54,42
nand2_2,0,5
nor2b_4,0,5
a21oi_2,2,12
nor3_1,10,7
o21ai_1,7,17
buf_4,14,157
[stage by stage]
step | hold slack (ns) | worst slack, ns
floorplan | 1.19 | 0.303
global placement | 2.05 | -0.837
detailed placement | 2.05 | -0.821
CTS | 1.78 | -0.0728
global route | 1.73 | -0.227
finish | 1.70 | -0.197
[worst min-delay path, delay by kind of cell]
| kind | cells | cell delay [ns] |
|---|---|---|
| AND/OR/NAND/NOR | 1 | 0.15 |
| buffers and inverters | 3 | 0.38 |
| AND-OR/OR-AND | 1 | 0.09 |
[synthesized netlist by cell type, drive strengths merged (3+ instances only)]
library cell / number
a211o: 5
a211oi: 9
a21boi: 3
a21oi: 56
a221o: 3
a311oi: 5
a31oi: 7
and2: 3
and3: 3
buf: 42
clkbuf: 8
ha: 20
inv: 9
mux2i: 6
nand2: 38
nand2b: 13
nand3: 10
nor2: 31
nor2b: 16
nor3: 11
o211ai: 10
o21ai: 37
o221ai: 7
o22ai: 6
o311ai: 3
o31ai: 5
or2: 3
[layer usage]
layer / up-vias / routed length [um] / part of all wire, %
met5: - / 0 / 0
met4: 0 / 1110 / 7.0
met3: 100 / 2310 / 15
met2: 405 / 6280 / 40
met1: 1998 / 6150 / 39
li1: 1842 / - / -
[repair_timing]
item	in CTS	in global routing
gates cloned	1	3
pin swaps	51	29
hold buffers	0	0
setup buffers	14	3
endpoints found under the setup margin	30	22
gates resized	153	80
[path summary, 6_finish.rpt]
check  startpoint             endpoint  cells past startpoint
max    address[2]  wBootIntruction[20]                      9
min    address[7]  wBootIntruction[11]                      5
[power by group]
group / internal (uW) / switching, uW
sequential: 0 / 0
clock: 0 / 0
combinational: 458 / 449
total: 458 / 449
[layout make-up]
cell class | instances | share of cell area, %
inverters | 9 | 0.993
repair buffers | 227 | 42.2
well taps | 75 | 1.91
multi-input cells | 340 | 54.9
[cell families after synthesis]
group / Yosys count / share of synthesized area [%]
AND-OR/OR-AND: 176 / 45.8
adder cells (fa/ha/maj): 20 / 9.96
multiplexers: 8 / 3.74
buffers and inverters: 59 / 14.0
AND/OR/NAND/NOR: 135 / 26.4
other: 1 / 0.149
Power and IR drop assume default switching activity.
